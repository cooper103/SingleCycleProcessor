## config.mk

```make
export PLATFORM = sky130hd
export DESIGN_NAME = TopLevelSCUWARM
export DESIGN_NICKNAME = TopLevelSCUWARM
export VERILOG_FILES = /design/flow/design.v
export SDC_FILE = /design/flow/constraint.sdc
export NUM_CORES = 4
export LEC_CHECK = 1
export CORE_UTILIZATION = 30
```

## constraint.sdc

```tcl
current_design TopLevelSCUWARM

set clk_period 23.2
set clk_io_pct 0.2

create_clock -name clk0 -period $clk_period [get_ports {PushButton}]
create_clock -name clk1 -period $clk_period [get_ports {clk}]

set non_clock_inputs [all_inputs -no_clocks]
set_input_delay [expr $clk_period * $clk_io_pct] -clock clk0 $non_clock_inputs
set_output_delay [expr $clk_period * $clk_io_pct] -clock clk0 [all_outputs]
```

## design.v

```verilog
module Hex27Seg(Leds,HexVal);
  output[0:6] Leds;
  input [3:0] HexVal;
  reg   [0:6] Leds;
  always @(HexVal)
  begin
    case(HexVal)
      4'h0:  Leds = 7'b000_0001;   
      4'h1:  Leds = 7'b100_1111;   
      4'h2:  Leds = 7'b001_0010;   
      4'h3:  Leds = 7'b000_0110;   
      4'h4:  Leds = 7'b100_1100;   
      4'h5:  Leds = 7'b010_0100;   
      4'h6:  Leds = 7'b010_0000;   
      4'h7:  Leds = 7'b000_1111;   
      4'h8:  Leds = 7'b000_0000;   
      4'h9:  Leds = 7'b000_0100;   
      4'hA:  Leds = 7'b000_1000;   
      4'hB:  Leds = 7'b110_0000;   
      4'hC:  Leds = 7'b011_0001;   
      4'hD:  Leds = 7'b100_0010;   
      4'hE:  Leds = 7'b011_0000;   
      4'hF:  Leds = 7'b011_1000;   
      default:  Leds = 7'b111_1111;  
    endcase
  end
endmodule
module Mux4Machine(muxd,adrive,A,B,C,D,clk,reset,blank);
  output [3:0] muxd;  
  output [3:0] adrive;   
  input  [3:0] A,B,C,D,blank;
  input        clk,reset;
  reg    [3:0] muxd, adrive;
  parameter NUMSVAR=20;
  reg    [NUMSVAR:1] nS, S;  
  always @(posedge clk)
    if (reset) S <= 0;
    else  S <= nS;
  always @(S)
    nS = S + 1;
  always @(S[NUMSVAR:NUMSVAR-1] or A or B or C or D or blank)
  begin
    case(S[NUMSVAR:NUMSVAR-1])
        2'b11: begin muxd=A; adrive=(!blank[3] ? 4'b0111 : 4'b1111); end
        2'b10: begin muxd=B; adrive=(!blank[2] ? 4'b1011 : 4'b1111); end
        2'b01: begin muxd=C; adrive=(!blank[1] ? 4'b1101 : 4'b1111); end
        2'b00: begin muxd=D; adrive=(!blank[0] ? 4'b1110 : 4'b1111); end
        default: begin muxd=A; adrive=4'b1111; end
    endcase
  end
endmodule
module  SingleCycleProcessor(DBtheRegVal,machineValue,DBtheReg,clk,reset);
  output  [31:0]  DBtheRegVal, machineValue;  
  input   [3:0]   DBtheReg;
  input           clk, reset;
  wire            PCSrc, MemtoReg, MemWrite, ALUSrc;
  wire    [1:0]   ImmSrc, RegSrc;
  wire    [2:0]   ALUControl;
  wire    [31:0]  Instr, PCPrime, PCPlus4, PCPlus8, Result, ReadData,
                  ALUResult, SrcA, SrcB, RD2, WriteData, ExtImm;
  wire    [3:0]   RA1, RA2, ALUFlags;
  reg     [31:0]  PC;
  always @(posedge clk)
    if(reset)
        PC <= 0;
    else
        PC <= PCPrime;
  controlunit     ctrlu(.PCSrc(PCSrc),.MemtoReg(MemtoReg),.MemWrite(MemWrite),
                        .ALUControl(ALUControl),.ALUSrc(ALUSrc),.ImmSrc(ImmSrc),
                        .RegWrite(RegWrite),.RegSrc(RegSrc),
                        .Instr(Instr),.Flags(ALUFlags),.clk(clk));
  imem            imemv(.RD(Instr), .mVal(machineValue), .A(PC));  
  regfileDB       regfl(.RD1(SrcA),.RD2(RD2),.A1(RA1),.A2(RA2),.A3(Instr[15:12]),
                        .WD3(Result),.R15(PCPlus8),.WE3(RegWrite),
                        .clk(clk),.reset(reset),.DBtheRegVal(DBtheRegVal),.DBtheReg(DBtheReg));
  extend          extim(.ExtImm(ExtImm),.theData(Instr[23:0]),.ImmSrc(ImmSrc));
  alu             alumv(.ALUResult(ALUResult),.ALUFlags(ALUFlags),.ALUControl(ALUControl),
                        .SrcA(SrcA),.SrcB(SrcB));
  dmem            dmemv(.RD(ReadData),.A(ALUResult),.WD(WriteData),.WE(MemWrite),.clk(clk));
  assign  PCPrime = PCSrc ? Result : PCPlus4;
  assign  PCPlus4 = PC+4;
  assign  PCPlus8 = PCPlus4+4;
  assign  Result  = MemtoReg ? ReadData : ALUResult;
  assign  RA1     = RegSrc[0] ? 4'd15 : Instr[19:16];
  assign  RA2     = RegSrc[1] ? Instr[15:12] : Instr[3:0];
  assign  SrcB    = ALUSrc ? ExtImm : RD2;
  assign  WriteData = RD2;
endmodule
module TopLevelSCUWARM(sevenSegmentsa2g,anodeDrives,theReg,TopHalf,PushButton,clk,reset,iCode);
  output [0:6]    sevenSegmentsa2g;
  output [3:0]    anodeDrives;
  input  [3:0]    theReg;
  input           TopHalf, PushButton, clk, reset, iCode;
  wire   [31:0]   theRegVal, mDisp, out;  
  wire   [3:0]    the7SegVal;
  wire   [3:0]    setA, setB, setC, setD;
  SingleCycleProcessor    scpuw(.DBtheRegVal(theRegVal),.machineValue(mDisp),.DBtheReg(theReg),.clk(PushButton),.reset(reset));
  Mux4Machine             mux4m(.muxd(the7SegVal),.adrive(anodeDrives),.A(setA),.B(setB),
                                .C(setC),.D(setD),.clk(clk),.reset(reset),.blank(4'b0000));
  Hex27Seg                hx27s(.Leds(sevenSegmentsa2g),.HexVal(the7SegVal));
  assign  setA = TopHalf ? out[31:28] : out[15:12];
  assign  setB = TopHalf ? out[27:24] : out[11:8];
  assign  setC = TopHalf ? out[23:20] : out[7:4];
  assign  setD = TopHalf ? out[19:16] : out[3:0];
  assign  out[31:0] = iCode ? mDisp[31:0] : theRegVal[31:0];
endmodule
module alu(ALUResult,ALUFlags,ALUControl,SrcA,SrcB);
  output  [31:0]  ALUResult;
  output  [3:0]   ALUFlags;
  input   [2:0]   ALUControl;
  input   [31:0]  SrcA, SrcB;
  reg     [31:0]  ALUResult;
  reg             N,Z,C,V;
  always @(ALUControl,SrcA,SrcB)
    case(ALUControl)
     3'b000:  begin   {C,ALUResult}=SrcA+SrcB;         
                      Z=(ALUResult==32'b0);
                      N=ALUResult[31];
                      V=SrcA[31]&&SrcB[31]&&(!ALUResult[31])
                        ||(!SrcA[31])&&(!SrcB[31])&&ALUResult[31];
              end
      3'b001:  begin   {C,ALUResult}=SrcA+(-SrcB);      
                      C=!C;
                      Z=(ALUResult==32'b0);
                      N=ALUResult[31];
                      V=SrcA[31]&&(!SrcB[31])&&(!ALUResult[31])
                        ||(!SrcA[31])&&(SrcB[31])&&ALUResult[31];
              end
      3'b010:  begin   ALUResult=SrcA&SrcB;             
                      Z=(ALUResult==32'b0);
                      N=ALUResult[31];
                      V=0;     
                      C=0;     
              end
      3'b011:  begin   ALUResult=SrcA|SrcB;             
                      Z=(ALUResult==32'b0);
                      N=ALUResult[31];
                      V=0;     
                      C=0;     
              end
      3'b100: begin    ALUResult = SrcA^SrcB;       
                      Z=(ALUResult==32'b0);
                      N=ALUResult[31];
                      V=0;     
                      C=0;     
              end
      default:  begin ALUResult=0; {N,Z,C,V}=4'b0100; end
    endcase
  assign ALUFlags = {N,Z,C,V};  
endmodule
module controlunit(PCSrc,MemtoReg,MemWrite,ALUControl,ALUSrc,ImmSrc,RegWrite,RegSrc,
                   Instr,Flags,clk);
  output          PCSrc, MemtoReg, MemWrite,ALUSrc,RegWrite;
  output [1:0]    ImmSrc, RegSrc;
  output [2:0]    ALUControl;
  input  [31:0]   Instr;
  input  [3:0]    Flags;
  input           clk;
  reg             N,Z,C,V,Write;     
  reg             CondEx;      
  reg    [2:0]    ALUControl, FlagW;
  wire   [3:0]    Cond, Rd;
  wire   [1:0]    Op;
  wire   [5:0]    Funct;
  wire            S;
  wire            Branch, MemW, RegW, ALUOp;
  wire            PCS;
  assign  Cond  = Instr[31:28];
  assign  Op    = Instr[27:26];
  assign  Funct = Instr[25:20];
  assign  Rd    = Instr[15:12];
  assign  S     = Instr[20];
  assign  Branch   = (Op==2'b10);
  assign  MemtoReg = (Op==2'b01)&&(Funct[0]);
  assign  MemW     = (Op==2'b01)&&(!Funct[0]);
  assign  ALUSrc   = !((Op==2'b00)&&(!Funct[5]));
  assign  ImmSrc   = Op;
  assign  RegW     = ((Op==2'b00) || ((Op==2'b01)&&Funct[0])) && Write;  
  assign  RegSrc[1]= (Op==2'b01)&&(!Funct[0]);
  assign  RegSrc[0]= (Op==2'b10);
  assign  ALUOp    = (Op==2'b00);
  assign  PCS = ((Rd==4'd15) && RegW) || Branch;
  always @(ALUOp,Funct,S)
    case(ALUOp)
      1'b0:   {ALUControl,FlagW} = 5'b000_00;
      1'b1:   case({Funct[4:1],S})
                5'b0100_0:  begin {ALUControl,FlagW} = 5'b000_00; Write = 1; end   
                5'b0100_1:  begin {ALUControl,FlagW} = 5'b000_11; Write = 1; end   
                5'b0010_0:  begin {ALUControl,FlagW} = 5'b001_00; Write = 1; end   
                5'b0010_1:  begin {ALUControl,FlagW} = 5'b001_11; Write = 1; end   
                5'b0000_0:  begin {ALUControl,FlagW} = 5'b010_00; Write = 1; end   
                5'b0000_1:  begin {ALUControl,FlagW} = 5'b010_10; Write = 1; end   
                5'b1100_0:  begin {ALUControl,FlagW} = 5'b011_00; Write = 1; end   
                5'b1100_1:  begin {ALUControl,FlagW} = 5'b011_10; Write = 1; end   
                5'b1010_1:  begin {ALUControl,FlagW} = 5'b001_11; Write = 0; end   
                5'b0001_0:  begin ALUControl = 3'b100; FlagW = 2'b00; Write = 1; end   
                5'b0001_1:  begin ALUControl = 3'b100; FlagW = 2'b10; Write = 1; end   
                default:    begin {ALUControl,FlagW} = 5'b000_00; Write = 1; end  
              endcase
      default: {ALUControl,FlagW} = 5'b000_00;
    endcase
  always @(posedge clk) begin
    N <= (FlagW[1]&&CondEx) ? Flags[3] : N;
    Z <= (FlagW[1]&&CondEx) ? Flags[2] : Z;
    C <= (FlagW[0]&&CondEx) ? Flags[1] : C;
    V <= (FlagW[0]&&CondEx) ? Flags[0] : V;
  end
  always @(Cond,N,Z,C,V)
    case(Cond)
      4'b0000:    CondEx = Z;                      
      4'b0001:    CondEx = !Z;                     
      4'b0010:    CondEx = C;                      
      4'b0011:    CondEx = !C;                     
      4'b0100:    CondEx = N;                      
      4'b0101:    CondEx = !N;                     
      4'b0110:    CondEx = V;                      
      4'b0111:    CondEx = !V;                     
      4'b1000:    CondEx = (!Z) && C;              
      4'b1001:    CondEx = Z || (!C);              
      4'b1010:    CondEx = !(N ^ V);               
      4'b1011:    CondEx = N ^ V;                  
      4'b1100:    CondEx = (!Z) && (!(N ^ V));     
      4'b1101:    CondEx = Z || (N ^ V);           
      4'b1110:    CondEx = 1;                      
      default:    CondEx = 1;
    endcase
  assign  PCSrc = PCS && CondEx;
  assign  RegWrite = RegW && CondEx;
  assign  MemWrite = MemW && CondEx;
endmodule
module dmem(RD,A,WD,WE,clk);
  output  [31:0]  RD;
  input   [31:0]  A, WD;
  input           WE, clk;
  reg     [31:0]  RD;
  reg     [31:0]  dMem [7:0];
  always @(posedge clk)
    if(WE)
      dMem[A[4:2]] <= WD;
  always @(A,dMem[A[4:2]])
    RD = dMem[A[4:2]];
endmodule
module  extend(ExtImm,theData,ImmSrc);
  output  [31:0]  ExtImm;
  input   [23:0]  theData;
  input   [1:0]   ImmSrc;
  reg     [31:0]  ExtImm;
  always  @(theData, ImmSrc)
    case(ImmSrc)
      2'b00:  ExtImm = {24'b0,theData[7:0]};
      2'b01:  ExtImm = {20'b0,theData[11:0]};
      2'b10:  ExtImm = {{6{theData[23]}},theData[23:0],2'b00};
      default:  ExtImm = 32'b0;
    endcase
endmodule
module imem(RD, mVal, A);
  output  [31:0]  RD, mVal;  
  input   [31:0]  A;
  reg     [31:0]  RD;
  always @(A)
    case(A[5:2])
      4'b0000: RD = 32'hE3A0_2031;   
      4'b0001: RD = 32'hE3A0_30E6;   
      4'b0010: RD = 32'hE022_2003;   
      default: RD = 32'hEAFF_FFFE;   
    endcase
   assign mVal = RD;
endmodule
module regfileDB(RD1,RD2,A1,A2,A3,WD3,R15,WE3,clk,reset,DBtheRegVal,DBtheReg);
  output  [31:0]  RD1, RD2;
  input   [3:0]   A1, A2, A3;
  input   [31:0]  WD3, R15;
  input           WE3, clk, reset;
  output  [31:0]  DBtheRegVal;
  input   [3:0]   DBtheReg;
  reg     [31:0]  rf[14:0];
  always @(posedge clk)
    if(reset) begin
      rf[0]<=0; rf[1]<=0; rf[2]<=0; rf[3]<=0;
      rf[4]<=0; rf[5]<=0; rf[6]<=0; rf[7]<=0;
      rf[8]<=0; rf[9]<=0; rf[10]<=0; rf[11]<=0;
      rf[12]<=0; rf[13]<=0; rf[14]<=0;
    end else
    if(WE3)
      rf[A3] <= WD3;
  assign  RD1 = (A1 == 4'd15) ? R15 : rf[A1];
  assign  RD2 = (A2 == 4'd15) ? R15 : rf[A2];
  assign  DBtheRegVal = (DBtheReg == 4'd15) ? R15 : rf[DBtheReg];
endmodule
```

## run.sh

```bash
#!/bin/bash
# OpenROAD 26Q1-2900-gdf79404cd8, Yosys 0.63+post, stock flow scripts
make -C /OpenROAD-flow-scripts/flow DESIGN_CONFIG=/design/flow/config.mk WORK_HOME=/design/flow/orfs finish
```

==> flow_summary.toml <==
# physical design summary
[status]
status = "finished clean"

[pwr]
internal-power_mw = 1.17
switchingPower_mw = 1.27
pwr-share-comb = 0.670
power.share.switching = 0.522
clkPwrFrac = 0.130
ir_drop_uv = 84.1
p_per_area_mw_per_mm2 = 180
p_leak_nw = 4.92
seqPwrFrac = 0.200

[floorplanning]
die_x_um = 203
core-area_mm2 = 0.0397
die-area_mm2 = 0.0411
rows = 73
fp_util = 0.304
io-pin-count = 20
die_h_um = 203

[logic_synthesis]
synth_top_area_share = 0.239
ys.warnings.count = 10
ys_area_mm2 = 0.0121
synth_cell_types = 95
netlist_top_cells_area = "edfxtp_1 24%, dfxtp_1 8.6%, nor2_1 6.3%"
edf_count = 96
synth_area_leader_cell = "edfxtp_1"
ys_cells = 1456
syn_inst = 1456
async_flop_share = 0
postSynthSeqShare = 0.325
syn_area_per_cell_um2 = 8.30
ys_ff = 148
syn-cell-area_mm2 = 0.0121
ys.flop_type = "edfxtp_1"

[hold_path]
min-delay-path-class = "flop to flop"

[placed_design]
dpl.hpwl_mm = 33.6
portBuffers = 18
placed_cells = 1963
gp_congestion = 0.990

[worst_setup_path]
path_class = "input pin to primary output"
crit_required_ns = 18.56
crit_path_end_kind = "primary output"
path_max_fanout = 9
reg2reg_slack_ns = 16.02
crit_arrival_ns = 9.18
start_kind = "input pin"

[drt]
ant_nets = 0
antenna-diode-count = 0
firstDrtPassIters = 8
num_vias = 11300
drc = 0
wl_mm = 44.9
avgViaCountPerCell = 5.66
drtIter0Drc = 1233
wire_per_inst_um = 22.5

[global_routing]
grt-ovfl-total = 0
grt.total_usage = 0.224
grt_pass1_wl_mm = 66.8
grt_max_degree = 54
grt_pass1_vias = 10500
antenna_found_initial = 0

[job]
max_cap_viol_count = 0
warnings = 34

[clock_tree]
clk_pin_slew_worst_paths_ns = 0.06
cts_tree = "done"
postCtsSetupRepairBufs = 0
cts.sinks = 148
cts_resized = 0
cts_hold_buf = 0

[timing]
worst_pin_slew_ns = 0.911
finalHoldViolCount = 0
hold_ws_ns = 0.463
drv_slew = 0
fin_tns_setup_ns = 0
max_slew_margin = 0.390
setup_viol = 0
rsz0062_at_grt = "false"
fin_worst_skew_ns = 0.0103

[finish]
mostFrequentLayoutCell = "nor2_1"
final-instance-count-excl-fill = 1999
area_growth_pct = 12.1
lay_top_cells = "200 x nor2_1, 108 x a21oi_1, 96 x edfxtp_1"
finish.utilization = 0.341
final_layout_size_suffix_gt1_frac = 0.0617
fillCellCount = 4040
cells in the mapped netlist, types with 6 or more instances:
cell,number
xor2_1,69
nor3b_1,8
a221oi_1,9
a211oi_1,24
nor2b_1,19
buf_1,10
nand2_1,91
or2_2,6
o21bai_1,7
and2_1,10
inv_1,37
nand4b_1,6
nand4_1,18
o22ai_1,7
o21ai_0,79
dfxtp_1,52
o31ai_1,6
buf_2,9
a31oi_1,13
nand3_1,46
a21oi_1,108
o21a_1,8
edfxtp_1,96
nor4_1,13
or4_1,8
a22o_1,28
and3_1,22
or3_1,14
nor2_1,202
o211ai_1,14
nand2b_1,14
clkbuf_1,70
a22oi_1,26
a21o_1,25
xnor2_1,81
nor3_1,36
ha_1,45
mux2i_1,21
power groups by stage:
stage	Sequential, mW	Clock [mW]	Combinational [mW]
finish	0.489	0.317	1.63
global route	0.495	0.333	1.78
CTS	0.483	0.323	1.60
per-stage QoR:
| stage | setup slack, ns | total power [mW] | instance area (um2) |
|---|---|---|---|
| floorplan | 11.23 | 1.58 | 12200 |
| global placement | 9.58 | 2.07 | 12900 |
| detailed placement | 9.47 | 2.07 | 12900 |
| CTS | 9.46 | 2.40 | 13500 |
| global route | 9.16 | 2.61 | 13500 |
| finish | 9.38 | 2.44 | 13500 |
layer usage:
layer | GRT usage | vias up | share of wire
li1 | - | 5348 | -
met1 | 0.329 | 5377 | 0.44
met2 | 0.325 | 526 | 0.43
met3 | 0.0697 | 69 | 0.10
met4 | 0.0577 | 0 | 0.031
met5 | 0 | - | 0
cell families (layout without fill, tap and decap cells):
group / after synthesis / after routing / synth area share
AND-OR/OR-AND: 412 / 412 / 0.229
flip-flops: 148 / 148 / 0.325
AND/OR/NAND/NOR: 544 / 544 / 0.225
XOR/XNOR: 150 / 150 / 0.109
multiplexers: 25 / 25 / 0.0211
buffers and inverters: 130 / 117 / 0.0432
adder cells (fa/ha/maj): 46 / 46 / 0.0483
other: 1 / 32 / 0.000310
flip-flops by register name (all words and copies together) (netlist names):
signal,flops
mux4m.S,20
scpuw.regfl.rf,96
scpuw.PC,32
area by class of cell:
cell class / instances / area [um2] / area share
multi-input combinational: 1209 / 7770 / 0.574
sequential: 148 / 3920 / 0.290
tap: 525 / 657 / 0.0485
clock buffer: 22 / 508 / 0.0375
timing repair buffer: 44 / 373 / 0.0275
clock inverter: 14 / 175 / 0.0129
inverter: 37 / 139 / 0.0103
critical path, cell delays in order:
cell and delay, ns:
clkdlybuf4s50_1 0.63, or3b_2 0.55, nor2_1 0.32, buf_4 0.25
a222oi_1 0.10, o21ai_0 0.20, o311ai_0 0.18, o22a_1 0.27
a31oi_1 0.70, inv_1 0.20, ha_1 0.32, and2_1 0.13
mux2_2 0.26, clkdlybuf4s50_1 0.40
worst paths after layout:
check / startpoint / endpoint / cells after the start
max in group clk1: reset / mux4m.S[8] / 2
worst min register to register: mux4m.S[1] / mux4m.S[1] / 1
min in group clk0: scpuw.PC[1] / scpuw.PC[1] / 2
worst max register to register: scpuw.PC[2] / scpuw.regfl.rf[2][29] / 21
worst min-delay path: mux4m.S[1] / mux4m.S[1] / 1
worst max-delay path: theReg[1] / sevenSegmentsa2g[1] / 14
Power is estimated from default activity; no workload was simulated.
